`flow/run.sh`:
```
#!/bin/bash
# OpenROAD 26Q1-2900-gdf79404cd8, Yosys 0.63+post, stock flow scripts
make -C /OpenROAD-flow-scripts/flow DESIGN_CONFIG=/design/flow/config.mk WORK_HOME=/design/flow/orfs finish
```
`flow/constraint.sdc`:
```
current_design elelock

set clk_period 1.5
set clk_io_pct 0.2

create_clock -name clk0 -period $clk_period [get_ports {ck}]

set non_clock_inputs [all_inputs -no_clocks]
set_input_delay [expr $clk_period * $clk_io_pct] -clock clk0 $non_clock_inputs
set_output_delay [expr $clk_period * $clk_io_pct] -clock clk0 [all_outputs]
```
`flow/design.v`:
```
module elelock( ck, reset, tenkey, close, lock);
input ck, reset, close;
input [9:0] tenkey;
output lock;
reg lock, ke1, ke2;
reg [3:0] key[0:3];
wire match, key_enbl;
parameter SECRET_3 = 4'h1, SECRET_2 = 4'h7, SECRET_1 = 4'h9, SECRET_0 = 4'h9;
always @( posedge ck or posedge reset ) begin
   if ( reset==1'b1 ) begin
      key[3] <= 4'b1111;
      key[2] <= 4'b1111;
      key[1] <= 4'b1111;
      key[0] <= 4'b1111;
   end
   else if ( close==1'b1 ) begin
      key[3] <= 4'b1111;
      key[2] <= 4'b1111;
      key[1] <= 4'b1111;
      key[0] <= 4'b1111;
   end
   else if ( key_enbl==1'b1 ) begin
      key[3] <= key[2];
      key[2] <= key[1];
      key[1] <= key[0];
      key[0] <= keyenc( tenkey ); 
   end
end
always @( posedge ck or posedge reset ) begin
   if ( reset==1'b1 ) begin
      ke2 <= 1'b0;
      ke1 <= 1'b0;
   end
   else begin
      ke2 <= ke1;
      ke1 <= | tenkey;
   end
end  
always @( posedge ck or posedge reset ) begin
   if ( reset==1'b1 )
      lock <= 1'b0;
   else if ( close==1'b1 ) 
      lock <= 1'b1;
   else if ( match==1'b1 )
      lock <= 1'b0;
end
function [3:0] keyenc;
input [9:0] sw;
   case ( sw )
      10'b00000_00001: keyenc = 4'h0;
      10'b00000_00010: keyenc = 4'h1;
      10'b00000_00100: keyenc = 4'h2;
      10'b00000_01000: keyenc = 4'h3;
      10'b00000_10000: keyenc = 4'h4;
      10'b00001_00000: keyenc = 4'h5;
      10'b00010_00000: keyenc = 4'h6;
      10'b00100_00000: keyenc = 4'h7;
      10'b01000_00000: keyenc = 4'h8;
      10'b10000_00000: keyenc = 4'h9;
   endcase
endfunction
assign match = (key[0]==SECRET_0) && (key[1]==SECRET_1)
            && (key[2]==SECRET_2) && (key[3]==SECRET_3);
assign key_enbl = ~ke2 & ke1;
endmodule
```
`flow/config.mk`:
```
export PLATFORM = sky130hd
export DESIGN_NAME = elelock
export DESIGN_NICKNAME = elelock
export VERILOG_FILES = /design/flow/design.v
export SDC_FILE = /design/flow/constraint.sdc
export NUM_CORES = 4
export LEC_CHECK = 1
export CORE_AREA = 10 10 85 85
export DIE_AREA = 0 0 95 95
```
==> results_dict.tcl <==
# collected from the flow reports
set metrics [dict create \
    status "completed" \
    drive_gt1_frac 0.281 \
    slowest_stage "clkdlybuf4s50_1" \
    io_pins 14 \
    cts_buffers 3 \
    fp_util 0.181 \
    die_w_um 95 \
    netlist_instances 105 \
    ant_nets 0 \
    crit_chain "clkdlybuf4s50_1, nor4_2, and3_1, buf_4, a311o_2" \
    final-setup-viol-count 0 \
    ys_area_um2 990 \
    wl_per_cell_um 9.98 \
    netlist_top_cells_area "dfstp_2 42%, nand2_1 11%, nand3b_1 11%" \
    power_uw 962 \
    worstPathArrival_ps 1610 \
    hp-class "input port to asynchronous set/reset pin" \
    hpwl_um 1510 \
    critPathLaunchType "input port" \
    maxClockFrequency_mhz 699 \
    n_fill_cell 596 \
    clock-sinks 19 \
    synth.avg_cell_area_um2 9.43 \
    hold_viol_final 0 \
    postCtsHoldBufs 0 \
    route.detailed.drc 0 \
    cap_violations 0 \
    rsz0062_at_grt "false" \
    die_area_um2 9030 \
    cts.path.max_buffers 2 \
    warnings 25 \
    mostFrequentLayoutCell "nand2_1" \
    synth_area_um2 990 \
    finClkSkew_ps 1.74 \
    vias_per_cell 3.99 \
    yosysWarnings 6 \
    path_class "input port to flop" \
    io_buffers 13 \
    lay_top_cells "28 x nand2_1, 16 x dfstp_2, 14 x nand3b_1, 11 x clkdlybuf4s50_1, 11 x buf_4" \
    worst-path-max-fanout 5 \
    drt_iter0_markers 39 \
    max_slew.worst_pin.slew_ps 317 \
    grt_pass1_vias 792 \
    max_slew_margin 0.786 \
    ys_seq_frac 0.501 \
    area_growth_pct 35.1 \
    seqCellArea_um2 495 \
    via_count 797 \
    final-comb-area_um2 482 \
    drt_first_pass_iters 4 \
    drt_wl_total_um 2000 \
    grt_antenna_before_repair 0 \
    grt_max_degree 20 \
    cts_tree "yes" \
    fin_setup_tns_ps 0 \
    synth.largest_area_cell "dfstp_2" \
    path_clk_slew_ps 70 \
    synth_flops 19 \
    drv_slew 0 \
    crit_path_end_kind "flop" \
    ctsRootBufferMaster "clkbuf_8" \
    h-tree-depth 1 \
    leakage_uw 0.000538 \
    clock_latency_ps 250 \
    grt_pass1_wl_um 3630 \
    rows 27 \
    fin_crit_sh 0.954 \
    critPathRequiredTime_ps 1680 \
    top_area_frac 0.425 \
    grt.overflow.total 0 \
    min_period_ps 1430 \
    synth.distinct_cells 29 \
    place_congestion 0.810 \
    antennaDiodeCount 0 \
    yosys_cells 105 \
    grt_usage 0.0483 \
    core-area_um2 5470 \
    powerDensity_nw_per_um2 719 \
    die_h_um 95 \
    critical-path-max-stage-delay_ps 560 \
    ir_drop_v 0.000304 \
]
## where the power goes
group | internal [uW] | total [uW] | switching [uW]
Clock | 188 | 343 | 155
Combinational | 57.4 | 102 | 44.8
Sequential | 516 | 516 | 0.424
Total | 761 | 962 | 200
## flip-flops by register name, indices dropped and copies added, names as in the netlist
| signal | flops |
|---|---|
| ke1 | 1 |
| key | 16 |
| ke2 | 1 |
| lock | 1 |
## final timing paths
| kind | start | endpoint | slack, ps | cells after the start |
|---|---|---|---|---|
| worst max-delay path | tenkey[3] | key[0][0] | 70 | 5 |
| worst min-delay path | reset | lock | 370 | 3 |
| worst max register to register | key[3][0] | lock | 240 | 3 |
| worst min register to register | ke1 | ke2 | 400 | 0 |
| max in group asynchronous | reset | key[1][0] | 870 | 3 |
| min in group clk0 | ke1 | ke2 | 400 | 0 |
## kinds of logic after synthesis
kind of cell              count (synthesis)  synth area share
DFF                                      19             0.501
AOI/OAI and AO/OA                        14             0.105
buffers and inverters                     7            0.0278
and+or+nand+nor                          62             0.340
xor gates and xnor gates                  3            0.0266
## worst max-delay path: cells and delay by family
family	cells	cell delay, ps
compound gates	1	340
buf+inv	2	690
simple gates	2	270
## metal layers
| metal | wire [um] | GRT usage | vias to the layer above | share of wire |
|---|---|---|---|---|
| li1 | - | - | 411 | - |
| met1 | 1090 | 0.0724 | 369 | 0.54 |
| met2 | 754 | 0.0646 | 15 | 0.38 |
| met3 | 145 | 0.0216 | 2 | 0.073 |
| met4 | 10 | 0.00374 | 0 | 0.0050 |
| met5 | 0 | 0 | - | 0 |
## synthesized netlist by cell type
cell        n
nor2b_1     3
inv_1       2
a21oi_1     3
nor2_1      5
and3_1      1
o21ai_0     3
dfstp_2    16
nand3b_1   14
xnor2_1     1
nand2_1    28
nor4_1      1
xor2_1      2
clkbuf_1    4
a2111oi_0   1
a311o_2     1
nor3_1      3
buf_2       1
nor4b_1     2
o32a_1      1
and4b_1     1
dfrtp_1     3
nor4bb_1    1
nand2b_1    1
a21o_1      2
nand4_1     1
o211ai_1    1
or3_4       1
a211oi_2    1
a211o_1     1
## per-stage QoR
step	std cells	worst slack, ps	utilization	instance area (um2)	hold WS [ps]
after floorplan	105	331	-	990	239
after global placement	195	-259	0.231	1260	379
after detailed placement	195	-263	0.231	1260	384
after CTS	199	21.5	0.240	1310	378
after global routing	200	10.4	0.244	1340	393
final	200	69.2	0.244	1340	372
## final cells by class
type | instances | area share
Clock buffer | 4 | 0.0337
Multi-Input combinational cell | 79 | 0.360
Sequential cell | 19 | 0.370
Inverter | 2 | 0.00561
Tap cell | 72 | 0.0674
Timing Repair Buffer | 24 | 0.163
## repair_timing
action / CTS / global route
gates resized: 1 / 5
setup endpoints to repair: 1 / 3
pin swaps: 0 / 3
buffers inserted: 0 / 1
No activity file was given, so power comes from the tool's default toggle rates.
